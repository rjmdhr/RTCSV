===== design/flow/constraint.sdc =====
current_design sev_seg_dec

set clk_period 1.0
set clk_io_pct 0.2

create_clock -name clk0 -period $clk_period

set non_clock_inputs [all_inputs -no_clocks]
set_input_delay [expr $clk_period * $clk_io_pct] -clock clk0 $non_clock_inputs
set_output_delay [expr $clk_period * $clk_io_pct] -clock clk0 [all_outputs]

===== design/flow/run.sh =====
#!/bin/bash
# OpenROAD 26Q1-2900-gdf79404cd8, Yosys 0.63+post, stock flow scripts
make -C /OpenROAD-flow-scripts/flow DESIGN_CONFIG=/design/flow/config.mk WORK_HOME=/design/flow/orfs finish

===== design/flow/config.mk =====
export PLATFORM = sky130hd
export DESIGN_NAME = sev_seg_dec
export DESIGN_NICKNAME = sev_seg_dec
export VERILOG_FILES = /design/flow/design.v
export SDC_FILE = /design/flow/constraint.sdc
export NUM_CORES = 4
export LEC_CHECK = 1
export CORE_AREA = 10 10 70 70
export DIE_AREA = 0 0 80 80

===== design/flow/design.v =====
`timescale 1ns/1ns
module sev_seg_dec (
    input logic [3:0] dec_val,  
    output logic [6:0] ss_val  
);
always_comb begin
    case (dec_val)
        4'd0: ss_val = 7'b1000000;
        4'd1: ss_val = 7'b1111001;
        4'd2: ss_val = 7'b0100110;
        4'd3: ss_val = 7'b0110000;
        4'd4: ss_val = 7'b0011001;
        4'd5: ss_val = 7'b0010010;
        4'd6: ss_val = 7'b0000010;
        4'd7: ss_val = 7'b1111000;
        4'd8: ss_val = 7'b0000000;
        4'd9: ss_val = 7'b0011000;
        default: ss_val = 7'b1111111;  
    endcase
end
endmodule 

==> flow_summary.toml <==
# generated from flow reports
[placement]
place_hpwl_um = 654
io_buffers = 11
place_ws_ps = -1010
globalplace.congestion = 0.840
place_area_um2 = 444

[floorplanning]
die_x_um = 80
die_h_um = 80
fp_util = 0.0667
design.core.area_um2 = 3420
std_cell_rows = 21
pin_count = 11
die_area_um2 = 6400

[timing]
hold-worst-slack_ps = 763
finalWorstSetupSlack_ps = -101
relSlewSlack = 0.910
finalSetupTns_ps = -529
finalCriticalPeriod_ps = 1100
post-route-period-util = 1.10
finalSetupViolations = 7
max_freq_mhz = 908
hold_violations = 0
final-max-slew-violation-count = 0
rsz0062_at_grt = "yes"
tightestPinTransition_ps = 135

[critical_path]
critPathMaxFanout = 4
worstSetupEndpointType = "output port"
cp_slowest_cell = "ha_4"
cp-start-kind = "input port"
max_stage_delay_ps = 260
required_ps = 800
cp_common_cell = "o21ai_1"
critical_path.cell_chain = "buf_12 > inv_6 > ha_4 > inv_2 > o21ai_1 > o21ai_1 > buf_2"
arrival_ps = 900
path_class = "in2out"

[layout]
syn_to_final_growth_pct = 160
flop_area_um2 = 0
fillers = 375
clock_buffers = 0
drive_above_1_share = 0.873
seq_cell_count = 0
final_cell_area_um2 = 592

[drt]
antennaDiodeCount = 0
drt-total-wl_um = 857
viasPerCell = 2.95
drtPass1Iterations = 2
drc_errors = 0
drtIter0Drc = 15
ant_nets = 0
wl_per_cell_um = 8.49
dr_total_vias = 298

[synthesis]
ys_types = 13
top_cell_area_share = 0.330
top_area_cell = "ha_1"
synth_cells = 34
synthTopCellsByArea = "ha_1 33%, o21ai_1 18%, a21oi_1 8.8%, inv_1 8.2%, a2bb2oi_2 6.6%"
syn-cell-area_um2 = 228
synth_seq_share = 0
yosys_area_um2 = 228
yosys_cells = 34
avgSynthCellArea_um2 = 6.70
synth_warnings = 1

[grt]
grt_usage = 0.0284
antenna_found_initial = 0
grt_max_degree = 7
grt_overflow = 0
grt_pass1_wl_um = 1570
grt_pass1_vias = 312

[run]
tool_warnings = 39
drv_cap = 0

[status]
status = "complete, but fails checks"
violations = "negative setup slack"

[hold_path]
hold_class = "in2out"
holdPathStages = 4

[clocking]
postCtsHoldBufs = 0

[power]
p_total_mw = 0.227
p_per_area_nw_per_um2 = 383
power.leakage_nw = 0.236
max-vdd-ir-drop_v = 0.0000608
[kinds of logic after synthesis]
family | count (synthesis) | share of synthesized area
AOI/OAI and AO/OA | 15 | 0.379
buffers and inverters | 7 | 0.148
adders and majority gates | 6 | 0.330
and+or+nand+nor | 5 | 0.104
xor gates and xnor gates | 1 | 0.0385
[through the flow]
step / utilization / std cells
floorplan: - / 34
CTS: 0.166 / 101
detailed placement: 0.130 / 98
global route: 0.173 / 101
finish: 0.173 / 101
global placement: 0.130 / 98
[cell usage after synthesis]
| cell | instances |
|---|---|
| nand2b_1 | 2 |
| nand2_1 | 1 |
| buf_6 | 1 |
| xor2_1 | 1 |
| o21ai_0 | 1 |
| a21oi_1 | 4 |
| a31oi_1 | 1 |
| a2bb2oi_2 | 1 |
| inv_1 | 5 |
| ha_1 | 6 |
| o21ai_1 | 8 |
| nor2_1 | 2 |
| inv_2 | 1 |
[area by class of cell]
type                       instances  area, um^2  area share
multi-input combinational         27         318       0.537
timing repair buffer              22         184       0.311
tap                               46        57.6      0.0973
inverter                           6        32.5      0.0550
[placed cells by master, fill, tap and decap left out, types with 2 or more instances in the layout]
cell type / instances
buf_2: 8
o21ai_2: 7
buf_4: 7
ha_4: 5
buf_6: 5
inv_2: 4
nand2b_4: 2
a21oi_1: 2
o21ai_1: 2
inv_6: 2
a21oi_2: 2
[worst max-delay path, delay by kind of cell]
kind | cells | cell delay, ps
buf+inv | 4 | 280
fa+ha+maj | 1 | 260
compound gates | 2 | 170
[where the power goes]
part	leakage [nW]	switching (mW)	internal, mW	total (mW)
sequential	0	0	0	0
clock	0	0	0	0
combinational	0.236	0.100	0.127	0.227
total	0.236	0.100	0.127	0.227
[timing repair]
action / CTS / global route
pin swaps: 14 / 6
resized: 74 / 10
setup buffers: 3 / 0
endpoints found under the setup margin: 7 / 7
[routing by layer]
| metal | part of all wire | up-vias | track usage | wire (um) |
|---|---|---|---|---|
| li1 | - | 162 | - | - |
| met1 | 0.45 | 130 | 0.0382 | 386 |
| met2 | 0.49 | 6 | 0.0490 | 417 |
| met3 | 0.062 | 0 | 0.00455 | 53 |
| met4 | 0 | 0 | 0 | 0 |
| met5 | 0 | - | 0 | 0 |
[worst paths after layout]
check  startpoint        end
min    dec_val[2]  ss_val[0]
max    dec_val[1]  ss_val[3]
No activity file was given, so power comes from the tool's default toggle rates.
